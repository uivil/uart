File: /design/flow/run.sh
#!/bin/bash
# OpenROAD 26Q1-2900-gdf79404cd8, Yosys 0.63+post, stock flow scripts
make -C /OpenROAD-flow-scripts/flow DESIGN_CONFIG=/design/flow/config.mk WORK_HOME=/design/flow/orfs finish
File: /design/flow/config.mk
export PLATFORM = sky130hd
export DESIGN_NAME = baud_gen
export DESIGN_NICKNAME = baud_gen
export VERILOG_FILES = /design/flow/design.v
export SDC_FILE = /design/flow/constraint.sdc
export NUM_CORES = 4
export LEC_CHECK = 1
export CORE_UTILIZATION = 40
File: /design/flow/constraint.sdc
current_design baud_gen

set clk_period 5.1
set clk_io_pct 0.2

create_clock -name clk0 -period $clk_period [get_ports {clk_i}]

set non_clock_inputs [all_inputs -no_clocks]
set_input_delay [expr $clk_period * $clk_io_pct] -clock clk0 $non_clock_inputs
set_output_delay [expr $clk_period * $clk_io_pct] -clock clk0 [all_outputs]
File: /design/flow/design.v
module baud_gen
(
  input clk_i, rst_n_i,
  input[WIDTH-1:0] baud_modulo_i,  
  output baud_clk_o
);
localparam WIDTH = 32;
reg [WIDTH-1:0] baud_cnter_r;
reg baud_clk;
always @ (posedge clk_i) begin
  if (~rst_n_i)  begin
    baud_cnter_r <= 0;
    baud_clk <= 0;
  end else 
  if (baud_cnter_r == baud_modulo_i) begin
    baud_cnter_r <= 0;
    baud_clk <= ~baud_clk;
  end
  else
    baud_cnter_r <= baud_cnter_r + 1;
end
assign baud_clk_o = baud_clk;
endmodule
==> flow_results.xml <==
<?xml version="1.0" encoding="UTF-8"?>
<metrics>
  <group name="run_status">
    <metric name="outcome" unit="">completed</metric>
  </group>
  <group name="clocking">
    <metric name="ctsLongestPathBuffers" unit="">2</metric>
    <metric name="post_cts_hold_buffer_count" unit="">0</metric>
    <metric name="clock_sinks" unit="">33</metric>
    <metric name="cts.root.buffer_cell" unit="">sky130_fd_sc_hd__clkbuf_8</metric>
    <metric name="h_tree_lvl_count" unit="">2</metric>
    <metric name="post-cts-setup-buffer-count" unit="">0</metric>
    <metric name="ctsResizeCount" unit="">0</metric>
    <metric name="cts_buffers" unit="">5</metric>
    <metric name="clock.latency.late_pin" unit="ps">280</metric>
    <metric name="cts.clk_slew.worst_paths" unit="ps">60</metric>
    <metric name="tritoncts" unit="">done</metric>
  </group>
  <group name="final_layout">
    <metric name="layout.filler_cells" unit="">426</metric>
    <metric name="final_cells" unit="">302</metric>
    <metric name="finish.instance_area" unit="um2">2310</metric>
    <metric name="fraction_of_final_layout_cells_sized_beyond_drive_strength_1" unit="">0.0440</metric>
    <metric name="syn_to_final_growth" unit="%">23.5</metric>
  </group>
  <group name="synth">
    <metric name="count_of_mapped_cells_out_of_synthesis" unit="">215</metric>
    <metric name="postSynthAreaPerCell" unit="um2">8.71</metric>
    <metric name="synth.cell_area" unit="um2">1870</metric>
    <metric name="postSynthSeqShare" unit="">0.353</metric>
    <metric name="ys.warnings.count" unit="">1</metric>
    <metric name="synth.lib_cells_used.distinct" unit="">26</metric>
    <metric name="top_cell_area_share" unit="">0.353</metric>
    <metric name="netlist.top_cell.by_instances" unit="">sky130_fd_sc_hd__xor2_1</metric>
    <metric name="synth.area.top_cells" unit="">sky130_fd_sc_hd__dfxtp_1 35%, sky130_fd_sc_hd__xor2_1 18%, sky130_fd_sc_hd__xnor2_1 11%</metric>
    <metric name="ys.flop_type" unit="">sky130_fd_sc_hd__dfxtp_1</metric>
    <metric name="asyncSetResetFlopFracSynth" unit="">0</metric>
    <metric name="largest_area_cell" unit="">sky130_fd_sc_hd__dfxtp_1</metric>
    <metric name="enable_flop_cells" unit="">0</metric>
    <metric name="synth_flop_count" unit="">33</metric>
    <metric name="common_cells" unit="">39 x sky130_fd_sc_hd__xor2_1, 36 x sky130_fd_sc_hd__nor2_1, 33 x sky130_fd_sc_hd__dfxtp_1</metric>
    <metric name="synth-cells-yosys" unit="">215</metric>
    <metric name="yosys.stat.chipArea" unit="um2">1870</metric>
  </group>
  <group name="placed_design">
    <metric name="postPlaceCellArea" unit="um2">2230</metric>
    <metric name="gp_congestion" unit="">0.863</metric>
    <metric name="io_buffer_count" unit="">34</metric>
    <metric name="detailedPlacementHpwl" unit="um">3160</metric>
    <metric name="place.detailed.instances" unit="">294</metric>
  </group>
  <group name="run">
    <metric name="stage_log_warnings" unit="">25</metric>
    <metric name="maxCapViolations" unit="">0</metric>
  </group>
  <group name="route">
    <metric name="wl_per_cell" unit="um">13.4</metric>
    <metric name="drt_first_iter_violations" unit="">68</metric>
    <metric name="detail_route.drc_violations" unit="">0</metric>
    <metric name="routed_vias" unit="">1497</metric>
    <metric name="vias_per_cell" unit="">4.96</metric>
    <metric name="drt_wl_total" unit="um">4040</metric>
    <metric name="antenna_cells_inserted" unit="">0</metric>
    <metric name="drtAntennaViolNets" unit="">0</metric>
    <metric name="drt_pass1_iterations" unit="">5</metric>
  </group>
  <group name="global_routing">
    <metric name="grt_pass1_vias" unit="">1454</metric>
    <metric name="grt_remaining_overflow" unit="">0</metric>
    <metric name="grtUsageMet3" unit="">0.0277</metric>
    <metric name="grt_usage" unit="">0.179</metric>
    <metric name="gr-usage-met1" unit="">0.275</metric>
    <metric name="grt.met2_usage" unit="">0.280</metric>
    <metric name="grt_first_pass_wirelength" unit="um">6730</metric>
    <metric name="number_of_antenna_violations_at_the_first_check_in_global_routing" unit="">0</metric>
    <metric name="global_route.peak_usage_layer" unit="">met2</metric>
    <metric name="pin_count_of_the_biggest_net_entering_global_routing" unit="">18</metric>
  </group>
  <group name="setup_path">
    <metric name="cp.arrival" unit="ps">3300</metric>
    <metric name="crit_path_start_kind" unit="">input port</metric>
    <metric name="critical_path_end_type" unit="">flop</metric>
    <metric name="required_time_of_the_critical_path" unit="ps">5270</metric>
    <metric name="critical_path.cell_chain" unit="">clkdlybuf4s50_1, xor2_1, nor4_1, nand4_1, o31ai_4, buf_4, nor2_1</metric>
    <metric name="critPathLaunch" unit="">baud_modulo_i[22]</metric>
    <metric name="r2r_start" unit="">baud_cnter_r[22]</metric>
    <metric name="critical-path-slowest-cell" unit="">sky130_fd_sc_hd__o31ai_4</metric>
    <metric name="crit_path_max_fanout" unit="">17</metric>
    <metric name="critical_setup_path_kind" unit="">in2reg</metric>
    <metric name="timing.critical_path.slowest_cell_delay" unit="ps">650</metric>
  </group>
  <group name="die">
    <metric name="floorplan.die.width" unit="um">70.4</metric>
    <metric name="num_io_pins" unit="">35</metric>
    <metric name="floorplan.die.height" unit="um">70.4</metric>
    <metric name="initial_core_util" unit="">0.424</metric>
    <metric name="num_rows" unit="">24</metric>
    <metric name="die_area" unit="um2">4960</metric>
    <metric name="core-area" unit="um2">4410</metric>
  </group>
  <group name="timing">
    <metric name="period_needed" unit="ps">3130</metric>
    <metric name="number_of_hold_violations_in_the_final_report" unit="">0</metric>
    <metric name="timing.setup.tns" unit="ps">0</metric>
    <metric name="timing.fmax" unit="GHz">0.319</metric>
    <metric name="grt_setup_unrepaired" unit="">false</metric>
    <metric name="timing.max_slew.rel_slack" unit="">0.520</metric>
    <metric name="finalClockPeriodUsage" unit="">0.614</metric>
    <metric name="report.final.slew_viol_count" unit="">0</metric>
    <metric name="setup_viol" unit="">0</metric>
    <metric name="post_route_clock_skew" unit="ps">2.63</metric>
    <metric name="worst_pin_slew" unit="ps">721</metric>
    <metric name="whs" unit="ps">472</metric>
  </group>
  <group name="power_and_ir_drop">
    <metric name="irDropWorstVdd" unit="V">0.000132</metric>
    <metric name="power.leakage" unit="uW">0.000862</metric>
    <metric name="cellPowerDensity" unit="nW/um2">216</metric>
  </group>
  <group name="hold_path">
    <metric name="holdCritPathClass" unit="">reg2reg</metric>
    <metric name="hold_path.startpoint" unit="">baud_cnter_r[0]</metric>
  </group>
</metrics>
## logic make-up after synthesis
family / Yosys count / share of synthesized area
AND/OR/NAND/NOR: 100 / 0.287
XOR/XNOR: 62 / 0.290
flip-flops: 33 / 0.353
buffers and inverters: 16 / 0.0441
AND-OR/OR-AND: 3 / 0.0194
adder cells (fa/ha/maj): 1 / 0.00668
## where the power goes
group | switching, uW | internal [uW] | leakage (uW)
sequential | 2.24 | 260 | 0.000266
combinational | 21.1 | 31.8 | 0.000556
clock | 87.8 | 96.8 | 0.0000395
## per-layer routing
layer  wire length [um]  vias up
met1               2080      665
li1                   -      797
met3                154        7
met5                  0        -
met4                 60        0
met2               1740       28
## final timing paths
kind	end	slack (ps)	cells after the start
max	baud_cnter_r[8]	1970	7
min	baud_cnter_r[0]	470	1
max reg2reg	baud_cnter_r[8]	2720	6
min reg2reg	baud_cnter_r[0]	470	1
## cell type report
class,instances,area [um2],share of cell area
tap,52,65.1,0.0281
timing repair buffer,35,348,0.150
clock buffer,8,80.1,0.0346
inverter,8,30.0,0.0130
sequential,33,661,0.286
multi-input combinational,166,1130,0.488
## sequential cells by signal, indices dropped and copies added (netlist names)
name          flops
baud_clk          1
baud_cnter_r     32
## cells in the final DEF, fill, tap and decap left out
master                            netlist  routed
sky130_fd_sc_hd__nand4_4                2       2
sky130_fd_sc_hd__or4_1                  1       1
sky130_fd_sc_hd__o31ai_4                1       1
sky130_fd_sc_hd__and4_2                 1       1
sky130_fd_sc_hd__clkbuf_1               1       3
sky130_fd_sc_hd__o31ai_1                1       1
sky130_fd_sc_hd__clkbuf_8               0       5
sky130_fd_sc_hd__and4_1                 5       5
sky130_fd_sc_hd__buf_4                  3       1
sky130_fd_sc_hd__dfxtp_1               33      33
sky130_fd_sc_hd__ha_1                   1       1
sky130_fd_sc_hd__nand4_1                7       7
sky130_fd_sc_hd__nor4_2                 1       1
sky130_fd_sc_hd__nand3_1                8       8
sky130_fd_sc_hd__a21boi_1               1       1
sky130_fd_sc_hd__nor3_1                10      10
sky130_fd_sc_hd__and2_1                 1       1
sky130_fd_sc_hd__nand2_1               12      12
sky130_fd_sc_hd__and3_1                 3       3
sky130_fd_sc_hd__nor2_1                36      36
sky130_fd_sc_hd__clkdlybuf4s50_1        0      34
sky130_fd_sc_hd__nor4_1                13      13
sky130_fd_sc_hd__xnor2_1               23      23
sky130_fd_sc_hd__inv_1                  8       8
sky130_fd_sc_hd__xor2_1                39      39
## metrics by stage
stage / power [uW] / setup slack (ps) / util
2_1_floorplan: 287 / 2860 / -
3_3_place_gp: 321 / 1630 / 0.506
5_1_grt: 520 / 1790 / 0.524
6_report: 500 / 1970 / 0.524
3_5_place_dp: 321 / 1670 / 0.506
4_1_cts: 506 / 1960 / 0.524
## worst max-delay path, delay by kind of cell
kind            cells  cell delay, ps
compound gates      1             650
simple gates        3             730
xor+xnor            1             160
buf+inv             2             740
Power is estimated from default activity; no workload was simulated.

--- flow/run.sh ---
#!/bin/bash
# OpenROAD 26Q1-2900-gdf79404cd8, Yosys 0.63+post, stock flow scripts
make -C /OpenROAD-flow-scripts/flow DESIGN_CONFIG=/design/flow/config.mk WORK_HOME=/design/flow/orfs finish
--- flow/config.mk ---
export PLATFORM = sky130hd
export DESIGN_NAME = SEG7_LUT_4
export DESIGN_NICKNAME = SEG7_LUT_4
export VERILOG_FILES = /design/flow/design.v
export SDC_FILE = /design/flow/constraint.sdc
export NUM_CORES = 4
export LEC_CHECK = 1
export CORE_AREA = 10 10 71 71
export DIE_AREA = 0 0 81 81
--- flow/constraint.sdc ---
current_design SEG7_LUT_4

set clk_period 1.0
set clk_io_pct 0.2

create_clock -name clk0 -period $clk_period

set non_clock_inputs [all_inputs -no_clocks]
set_input_delay [expr $clk_period * $clk_io_pct] -clock clk0 $non_clock_inputs
set_output_delay [expr $clk_period * $clk_io_pct] -clock clk0 [all_outputs]
--- flow/design.v ---
module SEG7_LUT	(	oSEG,iDIG	);
input	[3:0]	iDIG;
output	[6:0]	oSEG;
reg		[6:0]	oSEG;
always @(iDIG)
begin
		case(iDIG)
		4'h1: oSEG = 7'b1111001;	 
		4'h2: oSEG = 7'b0100100; 	 
		4'h3: oSEG = 7'b0110000; 	 
		4'h4: oSEG = 7'b0011001; 	 
		4'h5: oSEG = 7'b0010010; 	 
		4'h6: oSEG = 7'b0000010; 	 
		4'h7: oSEG = 7'b1111000; 	 
		4'h8: oSEG = 7'b0000000; 	 
		4'h9: oSEG = 7'b0011000; 	 
		4'ha: oSEG = 7'b0001000;
		4'hb: oSEG = 7'b0000011;
		4'hc: oSEG = 7'b1000110;
		4'hd: oSEG = 7'b0100001;
		4'he: oSEG = 7'b0000110;
		4'hf: oSEG = 7'b0001110;
		4'h0: oSEG = 7'b1000000;
		endcase
end
endmodule
module SEG7_LUT_4 (	HEX0,HEX1,HEX2,HEX3,iDIG );
input	[15:0]	iDIG;
output	[6:0]	HEX0,HEX1,HEX2,HEX3;
SEG7_LUT	u0	(	HEX0,iDIG[3:0]		);
SEG7_LUT	u1	(	HEX1,iDIG[7:4]		);
SEG7_LUT	u2	(	HEX2,iDIG[11:8]	);
SEG7_LUT	u3	(	HEX3,iDIG[15:12]	);
endmodule
==> changes_impl.md <==
## Flow update

* Mapped cell area at 985 um^2
* # setup viols final at 28
* Worst path max stage delay at 0.36 ns
* Layout cell share with drive strength beyond 1 at 72.6%
* I/O Pins at 44
* Crit end category: output pin
* P_leak at 0.00108 uW
* Non-Filler Instances at 282
* Core Area at 3630 um^2
* Yosys stat area at 985 um^2
* Setup TNS at -8.44 ns
* DR iter-0 viols at 30
* Maximum number of pins on one net before global-route repair at 11
* First-pass GRT wire length at 6600 um
* First drt pass iteration count at 4
* # fillers at 245
* Worst IR Drop VDD at 0.000245 V
* Placed instance area at 1800 um^2
* CP Class: primary input to output pin
* Yosys cell count at 138
* Worst setup margin at -0.453 ns
* Clock buffers at 0
* Wire length per cell at 13.7 um
* Die Width at 81 um
* Cells after DPL at 260
* Critical path data required time at 0.80 ns
* WL final at 3870 um
* Initial antenna violation count at 0
* RSZ-0062 raised after global routing: true
* Routed vias at 1371
* Worst Max-Slew Pin Slew at 0.252 ns
* Status: complete, but fails checks
* Die height at 81 um
* Avg Cell Area, Syn at 7.14 um^2
* Relative slew margins at 83.0%
* Chip area at 6560 um^2
* Port-buffer cells at 44
* Number of routed nets with antenna violations at 0
* Floorplan utilization at 27.1%
* Vias per cell at 4.86
* Total power draw at 983 uW
* Post-route design area at 2400 um^2
* Crit Path Max Fanout at 5
* Slowest stage cell, crit path: or3_4
* Ant. Diodes at 0
* Area growth, synth to finish at 144%
* Ys Warns at 1
* Registers at 0
* Hpwl dp at 2470 um
* Busiest layer in global routing: met2
* GRT met2 Usage at 20.7%
* Synth unique cells at 30
* Cell Chain, Critical Path: buf_8, clkinvlp_4, buf_6, ha_4, nor2b_4, or3_4, o31ai_2, buf_2
* M1 GR Usage at 14.8%
* Synth Seq Share at 0%
* Overall routing resource usage at 11.6%
* Post-route clock period utilization at 145%
* PD cells at 410 nW/um^2
* Final GP Congestion at 0.842
* Count of tool warnings at 55
* Grt met3 use at 1.67%
* Mapped Cells at 138
* Worst min-delay path category: primary input to output pin
* Fin crit period at 1.45 ns
* DRC viols at 0
* Fmax at 0.688 GHz
* Critical Path Start Type: primary input
* Remaining Overflow, GRT at 0
* Failing checks: negative setup slack
* Row Count at 22
* Register area at 0 um^2
* Vias in the first global route at 1473
* Maxcap violations at 0
* Arr. time, crit path at 1.25 ns
* Fin. max-slew vios at 0
* Count of final hold-check violations at 0
worst max-delay path: cells and delay by family:
kind            cells  cell delay [ns]
buf+inv             4             0.45
simple gates        2             0.40
fa+ha+maj           1             0.14
compound gates      1             0.06
cell families after synthesis:
kind of cell / synth area share [%]
AOI/OAI and AO/OA: 30.2
muxes: 11.6
and+or+nand+nor: 18.4
adders and majority gates: 30.5
buffers and inverters: 9.28
layout by cell type (no fill, tap or decap), types with 2 or more instances in the layout:
cell type	instances
or3b_1	2
nor2_1	9
buf_2	30
o21ai_0	2
buf_8	4
or3_1	2
inv_2	2
ha_4	23
clkdlybuf4s15_2	2
buf_12	2
nor2_2	4
o31ai_2	2
nand2_1	4
nor2b_4	3
a21oi_2	4
o21ai_1	8
mux2_4	3
inv_1	5
o211ai_1	2
o32ai_2	3
a21oi_1	2
buf_4	32
o31ai_1	3
inv_8	3
o21ai_2	5
clkinvlp_4	2
buf_6	29
nor2_4	4
dlygate4sd2_1	2
a22o_1	5
nand2b_4	2
mux2i_1	8
power breakdown:
part | total [uW] | leakage (uW) | switching, uW | internal, uW
registers | 0 | 0 | 0 | 0
clock network | 0 | 0 | 0 | 0
logic | 983 | 0.00108 | 422 | 562
total | 983 | 0.00108 | 422 | 562
worst paths after layout:
path / from / to / cells past startpoint / slack [ns]
setup / recovery: iDIG[9] / HEX2[0] / 8 / -0.45
hold / removal: iDIG[14] / HEX3[0] / 3 / 0.80
through the flow:
stage               hold slack [ns]  util [%]  worst slack, ns
finish                        0.797      66.0           -0.453
global route                  0.817      66.0           -0.496
CTS                           0.801      62.9           -0.507
detailed placement             1.44      49.6            -1.26
global placement               1.43      49.6            -1.24
floorplan                     0.434         -           -0.106
what timing repair did:
action	in CTS	in global routing
pin swaps	38	23
setup buffers	19	5
gates resized	271	28
hold buffers	0	0
setup endpoints to repair	28	28
endpoints found under the hold margin	0	0
gates cloned	1	0
cell usage after synthesis (4+ instances only):
cell	n	area, um^2
o31ai_1	5	37.5
buf_2	4	20.0
o32ai_1	4	35.0
nand2_1	6	22.5
mux2i_1	8	80.1
o21ai_0	14	70.1
a21oi_1	7	35.0
nor2_1	16	60.1
inv_1	13	48.8
nor2b_1	4	25.0
a22o_1	5	43.8
ha_1	24	300
final cells by class:
cell class,count,area (um^2),area share (%)
repair buffers,103,872,36.3
inverters,14,90.1,3.75
multi-input cells,117,1380,57.4
well taps,48,60.1,2.50
per-layer routing:
layer  part of all wire [%]  vias up
met4                   0.36        0
met3                    4.8        2
met2                     50       32
met1                     45      646
li1                       -      691
met5                      0        -
Power and IR drop assume default switching activity.

File: /design/flow/config.mk
export PLATFORM = sky130hd
export DESIGN_NAME = uart_rx
export DESIGN_NICKNAME = uart_rx
export VERILOG_FILES = /design/flow/design.v
export SDC_FILE = /design/flow/constraint.sdc
export NUM_CORES = 4
export LEC_CHECK = 1
export CORE_AREA = 10 10 90 90
export DIE_AREA = 0 0 100 100
File: /design/flow/run.sh
#!/bin/bash
# OpenROAD 26Q1-2900-gdf79404cd8, Yosys 0.63+post, stock flow scripts
make -C /OpenROAD-flow-scripts/flow DESIGN_CONFIG=/design/flow/config.mk WORK_HOME=/design/flow/orfs finish
File: /design/flow/design.v
module uart_rx 
(
  input clk_i, rst_n_i, RxD_i,
  output [7:0] data_o,
  output RX_ack_o, RX_empty_o
);
reg [8:0] rx_r;
reg[4:0] state, next;
parameter[4:0]  ST_IDLE    		  = 5'b00001,
                ST_BIT2BIT    	= 5'b00010,
                ST_SAMPLE 			= 5'b00100,
                ST_SAMPLE_DONE 	= 5'b01000,
                ST_BIT2BIT_DONE = 5'b10000;
always @(negedge clk_i, negedge rst_n_i) begin
  if (~rst_n_i)         state <= ST_IDLE;
  else                  state <= next;
end
always @* begin
  next = state;
  case (state)
    ST_IDLE:  if (~RxD_i) next = ST_BIT2BIT;
    ST_SAMPLE_DONE: if ((data_cnter_r == 'd10))  next = ST_BIT2BIT_DONE; 
                    else             next = ST_SAMPLE;
    ST_BIT2BIT_DONE: if (~RxD_i) next = ST_SAMPLE; 
								     else        next = ST_IDLE;
    ST_SAMPLE: 	if ((data_cnter_r == 'd10))                   next = ST_BIT2BIT_DONE; 
						     else if (sample_cnter_r == 'hf)  next = ST_SAMPLE_DONE;
    ST_BIT2BIT:	if (sample_cnter_r == 'd6 && ~RxD_i) 	next = ST_SAMPLE_DONE; 
						     else if (RxD_i)            				  next = ST_BIT2BIT_DONE;
    default:  next = ST_IDLE;
  endcase
end
reg [3:0] sample_cnter_r;  
reg [3:0] data_cnter_r;
reg [2:0] delay_cnter_r;
wire sample_cnter_rst = (state == ST_IDLE || state == ST_BIT2BIT_DONE || state == ST_SAMPLE_DONE);
wire sample_cnter_inc = (state == ST_SAMPLE || state == ST_BIT2BIT);
wire data_cnter_rst = (state == ST_IDLE || state == ST_BIT2BIT_DONE);
wire data_cnter_inc = (state == ST_SAMPLE_DONE);
wire rx_rst = (state == ST_BIT2BIT);
wire rx_shift = (state == ST_SAMPLE_DONE);  
always @ (posedge clk_i)
  if (rx_rst)         rx_r <= 'b0;
  else if (rx_shift)  rx_r <= {rx_r[7:0], RxD_i};
always @ (posedge clk_i) 
  if (data_cnter_rst)       data_cnter_r <= 'b0;
  else if (data_cnter_inc)  data_cnter_r <= data_cnter_r + 'b1;
always @ (posedge clk_i)
  if (sample_cnter_rst)      sample_cnter_r <= 'b0;
  else if (sample_cnter_inc) sample_cnter_r <= sample_cnter_r + 'b1;
assign RX_ack_o = (state == ST_BIT2BIT_DONE);
assign data_o 	= rx_r[8:1];
assign RX_empty_o = ~|data_o;
endmodule
File: /design/flow/constraint.sdc
current_design uart_rx

set clk_period 2.6
set clk_io_pct 0.2

create_clock -name clk0 -period $clk_period [get_ports {clk_i}]

set non_clock_inputs [all_inputs -no_clocks]
set_input_delay [expr $clk_period * $clk_io_pct] -clock clk0 $non_clock_inputs
set_output_delay [expr $clk_period * $clk_io_pct] -clock clk0 [all_outputs]
==> Table 3: Implementation characteristics <==
Physical implementation characteristics

Parameter                              Value

Worst setup path
  Crit-path max FO    2
  Setup slack of the worst register-to-register path    0.11 ns
  Gate family responsible for the most delay along the worst path    flip-flops
  Critical path buffer and inverter count    1
  Kind of capture point of the worst setup path    primary output
  Type of element launching the critical path    register
  Biggest cell delay along the critical path    0.41 ns
  Crit. Startpoint    state[1]$_DFF_NN0_
  R2R cell count    3
  Data required time at the worst endpoint    2.08 ns
  Worst setup path endpoint    RX_ack_o
  Levels on crit path    1
  Cell with the largest stage delay on the worst path    sky130_fd_sc_hd__dfrtn_1
  Type of the worst setup path    reg -> out
  Crit-path cells    buf_2
  Data arrival time at the worst-slack endpoint    2.07 ns
  Beginning of the worst register-to-register path    state[2]$_DFF_NN0_
  Critical register-to-register path endpoint    rx_r[8]$_SDFFE_PP0P_

Routing
  Routed vias/inst    3.58
  TritonRoute pass-1 iters    4
  Number of nets still failing antenna checks after routing    0
  Ant diodes    0
  Number of DRC markers in iteration 0    21
  Routed wire per std cell    9.43 um
  DRC violation count after routing    0
  Final wirelength    1750 um
  DR vias    666

CTS
  Root Driver    sky130_fd_sc_hd__clkbuf_8
  Post-cts hold-fix buffer tally    0
  Maximum level of the CTS H-tree    1
  Number of buffers created by CTS    3
  CTS tree    yes
  Clock Sink Count    22
  Clock edge transition at the registers on the reported setup and hold paths    0.08 ns
  Buffer levels on the longest clock path    2
  Insertion delay of the later-clocked pin in the worst-skew pair    0.33 ns

Yosys
  Flops out of synthesis    22
  Post-synth seq share    0.471
  Post-synth tally of flip-flops with integrated enable    0
  Yosys warnings    1
  Post-synthesis cell type count    27
  Per-instance average area after synthesis    9.81 um2
  Yosys stat cell total    101
  Gate count of the mapped netlist    101
  Netlist area before placement    991 um2
  Most common flop cell mapped by yosys    sky130_fd_sc_hd__dfxtp_1
  Summed standard-cell area reported by yosys    991 um2
  Proportion of register bits with asynchronous set or reset after synthesis    0.227

Job
  Number of warnings in the stage logs    30
  Number of max-cap violations    0

Die
  Chip area    10000 um2
  # rows    29
  Core area    6280 um2
  Die height    100 um
  Floorplan Utilization    0.158
  Width of the die    100 um
  Ports placed on the boundary    13

Placed design
  HPWL reported at the end of detailed placement    1320 um
  GPL Wtd Cong    0.832
  Input/output buffers    12
  Dpl cell area    1150 um2
  Cells after DPL    181

STA
  Slew at the pin with the worst max-slew slack    0.378 ns
  Worst slew slack as a fraction of its limit    0.748
  Final count of hold timing violations    0
  RSZ-0062 raised after global routing    true
  Setup Total Neg Slack    0 ns
  Total count of max-transition violations in the final report    0
  Total setup violations reported at the end of the flow    0
  Max Clock Skew    0.0703 ns

Worst hold path
  Worst min path class    reg -> reg
  Worst hold path depth    2

Power and ir drop
  Power density normalized to cell area    884 nW/um2
  Leakage    0.480 nW
  Worst IR drop on VDD    0.000397 V

Layout
  Ratio of cells with drive above 1 in the final layout    0.101
  Number of inserted filler cells in the final layout    689
  Synth-to-layout area growth    23.4%
  Number of standard cells in the final layout excluding fillers    186
  Final cell area excluding filler cells    1220 um2

GRT
  Global routing usage summed across all routing layers    0.0385
  Overflow left after global routing    0
  Number of antenna violations at the first check in global routing    0
  Wire length of the first global-routing pass    3320 um
  Largest net degree at the start of global routing    14
  Number of global-route vias before repair    721

Status
  Outcome    complete, no violations
## worst min-delay path by stage
stage                             endpoint                    startpoint
CTS           data_cnter_r[1]$_SDFFE_PP0P_  data_cnter_r[1]$_SDFFE_PP0P_
global route          rx_r[8]$_SDFFE_PP0P_          rx_r[8]$_SDFFE_PP0P_
finish                rx_r[8]$_SDFFE_PP0P_          rx_r[8]$_SDFFE_PP0P_
## worst min-delay path: stages (launching register included)
cell and delay, ns:
sky130_fd_sc_hd__dfxtp_1 0.35, sky130_fd_sc_hd__mux2i_1 0.08, sky130_fd_sc_hd__nor2_1 0.07
## final cells by class
cell class | count | area (um2) | area share
flip-flops and latches | 22 | 467 | 0.382
multi-input cells | 62 | 417 | 0.341
repair buffers | 16 | 158 | 0.129
well taps | 77 | 96.3 | 0.0788
clock buffers | 4 | 66.3 | 0.0542
inverters | 4 | 15.0 | 0.0123
clock inverters | 1 | 3.75 | 0.00307
## through the flow
step           utilization  hold WS (ns)  setup WS [ns]  total power [mW]
2_1_floorplan            -         0.460          0.277             0.718
3_3_place_gp         0.184         0.502        -0.0816             0.804
3_5_place_dp         0.184         0.514        -0.0840             0.810
4_1_cts              0.194         0.529       -0.00820              1.10
5_1_grt              0.195         0.551        -0.0392              1.19
6_report             0.195         0.533        0.00919              1.08
## where the power goes
group          leakage (nW)  total, mW  switching [mW]  internal (mW)
combinational         0.237      0.270           0.106          0.164
sequential            0.204      0.526          0.0986          0.428
clock                0.0392      0.285           0.116          0.169
total                 0.480       1.08           0.321          0.760
## timing repair
| item | in CTS | in global routing |
|---|---|---|
| setup endpoints to repair | 1 | 4 |
| resized | 3 | 0 |
| buffers inserted | 0 | 1 |
## cells in the mapped netlist (3+ instances only)
cell type | number | area share
sky130_fd_sc_hd__nor3_1 | 3 | 0.015
sky130_fd_sc_hd__nor2_1 | 19 | 0.072
sky130_fd_sc_hd__dfrtn_1 | 4 | 0.10
sky130_fd_sc_hd__ha_1 | 4 | 0.051
sky130_fd_sc_hd__xor2_1 | 4 | 0.035
sky130_fd_sc_hd__dfxtp_1 | 17 | 0.34
sky130_fd_sc_hd__buf_4 | 9 | 0.068
sky130_fd_sc_hd__nand2_1 | 3 | 0.011
sky130_fd_sc_hd__inv_1 | 5 | 0.019
sky130_fd_sc_hd__mux2i_1 | 9 | 0.091
## flip-flops by register name (all words and copies together) (netlist names)
register and flops:
sample_cnter_r 4, data_cnter_r 4, state 5, rx_r 9
## routing by layer
layer	share of wire	vias up	GRT usage
li1	-	354	-
met1	0.53	295	0.0539
met2	0.36	15	0.0557
met3	0.074	2	0.0132
met4	0.031	0	0.00978
met5	0	-	0
## cell families after synthesis
logic type | share of synthesized area
mux | 0.0909
simple gates | 0.150
buf+inv | 0.109
compound gates | 0.0758
fa+ha+maj | 0.0505
flops | 0.471
xor+xnor | 0.0530
## layout by cell type (no fill, tap or decap), drive strengths merged, types with 2 or more instances in the layout
cell and n:
nor3 3, o31ai 2, clkbuf 4, buf 5, dfrtn 4, dfxtp 17
ha 4, xor2 4, a21oi 2, nor2 19, o21ai 2, nand2 3
nand4 2, mux2i 9, clkdlybuf4s50 11, inv 5, or4 2, xnor2 2
Power figures rest on the tool's default switching activity, not on a simulated workload.
